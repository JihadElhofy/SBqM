File: flow/design.v
module PcountCounter (input clck,rst,FE_photocell , BE_photocell ,output reg [2:0] Pcount);
  reg Bstate, Fstate;  
  parameter ON = 1, CUT = 0; 
  always @(posedge clck) begin 
    if (rst) begin
      Pcount <= 0;
      Bstate <= ON;
      Fstate <= ON;
    end 
    else
      case (Bstate)
        ON :  if (BE_photocell == 0) begin
                Bstate <= CUT;
              end 
        CUT:  if (BE_photocell == 1) begin
                Pcount <= Pcount +1;
                Bstate   <= ON;
              end 
      endcase 
      case (Fstate)
        ON :  if (FE_photocell == 0) begin
                Fstate <= CUT;
              end 
        CUT:  if (FE_photocell == 1) begin
                Pcount <= Pcount -1;
                Fstate   <= ON;
              end 
      endcase 
  end 
endmodule
module SBqM (FE_photocell , BE_photocell ,clck ,rst, T_Count, full_flag, empt_flag, Pcount, Wtime);
  input               FE_photocell , BE_photocell ,clck ,rst;
  input       [1:0]   T_Count;
  output reg          full_flag,empt_flag;
  output      [2:0]   Pcount;
  output      [4:0]   Wtime;
  reg [4:0] Address;   
  PcountCounter PcountCounter1 (clck, rst, FE_photocell, BE_photocell, Pcount);   
  WtimeLUT WtimeLUT1 (Address, Wtime);
  always @* begin
    Address = {T_Count, Pcount};  
    case (Pcount)
      3'b000:   begin empt_flag = 1; full_flag = 0; end
      3'b111:   begin empt_flag = 0; full_flag = 1; end
      default:  begin empt_flag = 0; full_flag = 0; end
    endcase
  end 
endmodule
module WtimeLUT (input [4:0] Address, output reg [4:0] Wtime);
  always @(*) begin
    case (Address) 
      5'b01_001 : Wtime = 3;
      5'b01_010 : Wtime = 6;
      5'b01_011 : Wtime = 9;
      5'b01_100 : Wtime = 12;
      5'b01_101 : Wtime = 15;
      5'b01_110 : Wtime = 18;
      5'b01_111 : Wtime = 21;
      5'b10_001 : Wtime = 3;
      5'b10_010 : Wtime = 4;
      5'b10_011 : Wtime = 6;
      5'b10_100 : Wtime = 7;
      5'b10_101 : Wtime = 9;
      5'b10_110 : Wtime = 10;
      5'b10_111 : Wtime = 12;
      5'b11_001 : Wtime = 3;
      5'b11_010 : Wtime = 4;
      5'b11_011 : Wtime = 5;
      5'b11_100 : Wtime = 6;
      5'b11_101 : Wtime = 7;
      5'b11_110 : Wtime = 8;
      5'b11_111 : Wtime = 9;
      default   : Wtime = 0;
    endcase
  end 
endmodule 
File: flow/run.sh
#!/bin/bash
# OpenROAD 26Q1-2900-gdf79404cd8, Yosys 0.63+post, stock flow scripts
make -C /OpenROAD-flow-scripts/flow DESIGN_CONFIG=/design/flow/config.mk WORK_HOME=/design/flow/orfs finish
File: flow/config.mk
export PLATFORM = sky130hd
export DESIGN_NAME = SBqM
export DESIGN_NICKNAME = SBqM
export VERILOG_FILES = /design/flow/design.v
export SDC_FILE = /design/flow/constraint.sdc
export NUM_CORES = 4
export LEC_CHECK = 1
export CORE_AREA = 10 10 71 71
export DIE_AREA = 0 0 81 81
File: flow/constraint.sdc
current_design SBqM

set clk_period 2.6
set clk_io_pct 0.2

create_clock -name clk0 -period $clk_period [get_ports {clck}]

set non_clock_inputs [all_inputs -no_clocks]
set_input_delay [expr $clk_period * $clk_io_pct] -clock clk0 $non_clock_inputs
set_output_delay [expr $clk_period * $clk_io_pct] -clock clk0 [all_outputs]
==> impl_metrics.json <==
{
  "status": "finished, final reports clean",
  "period_minus_slack_ps": 2522,
  "fp-row-count": 22,
  "die_x_um": 81,
  "dp.cells": 123,
  "cts_root_buf": "clkbuf_8",
  "synth_flop_count": 5,
  "place_congestion": 0.7332,
  "synth-edff-count": 0,
  "hold_violations": 0,
  "num-fill-cells": 405,
  "p_leak_nw": 0.3305,
  "placed_cell_area_um2": 719.4,
  "avgRoutedWirePerCell_um": 9.480,
  "htreeDepth": 1,
  "power.total_mw": 0.4180,
  "cp.arrival_ps": 2000,
  "place_ws_ps": 80.47,
  "io_buffers": 15,
  "hp-class": "reg -> reg",
  "fin_ws_ps": 77.90,
  "clk_latency_ps": 220,
  "drc": 0,
  "initCoreUtil_pct": 13.81,
  "cts.sinks": 5,
  "critical_path.max_stage_delay_ps": 580,
  "drive_above_1_share_pct": 13.92,
  "peakVddDrop_mv": 0.5769,
  "path_cells": "clkdlybuf4s50_1, mux2_1, nand2_1, o21ai_1, clkdlybuf4s50_1",
  "finalCritPeriodShare_pct": 97.00,
  "die_y_um": 81,
  "skew_ps": 4.015,
  "holdWs_ps": 490.6,
  "grtUsageTotal_pct": 3.662,
  "final_layout_top_logic_cells": "15 x clkdlybuf4s50_1, 8 x ha_1, 5 x dfxtp_1, 5 x o21ai_1, 5 x nand2_1",
  "syn-cell-area_um2": 501.7,
  "start_kind": "input pin",
  "cellPowerDensity_nw_per_um2": 538.0,
  "yosys_warnings": 3,
  "ys_seq_share_pct": 19.95,
  "cts_tree": "yes",
  "viasPerCell": 3.709,
  "chip_area_um2": 6561,
  "crit_required_ps": 2080,
  "instances_no_fill": 127,
  "area_growth_pct": 54.86,
  "core_um2": 3633,
  "cpMaxStageDelayCell": "clkdlybuf4s50_1",
  "end_kind": "primary output",
  "synth_area_per_cell_um2": 8.651,
  "drt_iter0_drc": 17,
  "place_hpwl_um": 964.6,
  "path_delay_family": "buffers and inverters",
  "clockBufferDepth": 2,
  "relSlewSlack_pct": 70.76,
  "diodes": 0,
  "ant_nets": 0,
  "tightest_slew_ps": 438.0,
  "cts_resized": 0,
  "vias": 471,
  "max_cap_viol_count": 0,
  "yosys_area_um2": 501.7,
  "yosys_most_used_dff": "dfxtp_1",
  "hold_buffers": 0,
  "clock.fmax_ghz": 0.3965,
  "clk_pin_slew_ps": 30,
  "grt_pass1_vias": 418,
  "ys_cells": 58,
  "overflow": 0,
  "stdcell_area_um2": 777.0,
  "grt_pass1_wl_um": 1897,
  "crit_buf_inv": 2,
  "critical_path_class": "in -> out",
  "io_pins": 16,
  "crit_top_cell": "clkdlybuf4s50_1",
  "grt_max_degree": 15,
  "cts_inserted_buffers": 3,
  "drt-total-wl_um": 1204,
  "critPathMaxFanout": 6,
  "slew_viol_final": 0,
  "ys_async_sr_fraction_pct": 0,
  "dr.pass1.iters": 3,
  "yosysUniqueCellTypes": 24,
  "postCtsSetupBuffers": 0,
  "syn_inst": 58,
  "setup_viol": 0,
  "antenna_found_initial": 0,
  "warnings": 30,
  "layout.cells.most_common": "clkdlybuf4s50_1"
}
[state kept, by name (all words and copies together), names as in the netlist]
name                   cells
PcountCounter1.Pcount      3
PcountCounter1.Fstate      1
PcountCounter1.Bstate      1
[final cells by class]
| cell class | instances | area, µm² | share of cell area (%) |
|---|---|---|---|
| sequential | 5 | 100.1 | 12.88 |
| inverter | 4 | 15.01 | 1.932 |
| multi-input combinational | 47 | 376.6 | 48.47 |
| tap | 48 | 60.06 | 7.729 |
| timing repair buffer | 19 | 180.2 | 23.19 |
| clock buffer | 4 | 45.04 | 5.797 |
[cells by family (layout without fill, tap and decap cells)]
family          count (synthesis)  in the layout  share of synthesized area [%]
mux                             3              3                          6.234
compound gates                 14             14                          18.95
buf+inv                         6             27                          7.480
fa+ha+maj                       9              9                          22.44
simple gates                   20             20                          23.19
flops                           5              5                          19.95
xor+xnor                        1              1                          1.746
[final timing paths]
kind	from	end	slack, ps	cells after the start
max reg2reg	PcountCounter1.Pcount[0]	PcountCounter1.Pcount[2]	1310	5
min reg2reg	PcountCounter1.Fstate	PcountCounter1.Fstate	490	2
max	T_Count[0]	Wtime[3]	80	5
min	PcountCounter1.Fstate	PcountCounter1.Fstate	490	2
[power by group]
part / internal, mW / switching [mW] / total, mW
Combinational: 0.104 / 0.0704 / 0.174
Clock: 0.105 / 0.0370 / 0.142
Sequential: 0.0872 / 0.0141 / 0.101
[metal layers]
layer	vias to the layer above	track usage, %	part of all wire (%)
met2	15	4.857	37
met3	0	2.227	12
met4	0	0.1730	0
met5	-	0	0
met1	210	5.176	51
li1	246	-	-
[cell usage after synthesis (2+ instances only)]
cell type,n,area [µm²]
o21ai_1,5,25.02
nor2_1,3,11.26
buf_6,2,22.52
inv_1,4,15.01
mux2i_1,2,20.02
nor2b_1,3,18.77
a31oi_1,2,12.51
and2b_1,3,22.52
dfxtp_1,5,100.1
nand2_1,5,18.77
ha_1,9,112.6
nand2b_1,2,12.51
o22ai_1,2,12.51
[tightest hold or removal path: stages, from the launching register on]
cell	delay, ps
dfxtp_1	310
inv_1	50
a21o_1	100
[per-stage QoR]
stage	util, %	TNS, ps
floorplan	-	0
global placement	19.80	0
detailed placement	19.80	0
CTS	21.04	0
global route	21.38	-1.140
finish	21.38	0
